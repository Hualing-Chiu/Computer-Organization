File: config.mk
export PLATFORM = sky130hd
export DESIGN_NAME = traffic_light
export DESIGN_NICKNAME = traffic_light
export VERILOG_FILES = /design/flow/design.v
export SDC_FILE = /design/flow/constraint.sdc
export NUM_CORES = 4
export LEC_CHECK = 1
export CORE_AREA = 10 10 86 86
export DIE_AREA = 0 0 96 96
File: constraint.sdc
current_design traffic_light

set clk_period 2.7
set clk_io_pct 0.2

create_clock -name clk0 -period $clk_period [get_ports {clk}]

set non_clock_inputs [all_inputs -no_clocks]
set_input_delay [expr $clk_period * $clk_io_pct] -clock clk0 $non_clock_inputs
set_output_delay [expr $clk_period * $clk_io_pct] -clock clk0 [all_outputs]
File: design.v
module traffic_light (
    input  clk,
    input  rst,
    input  pass,
    output reg R,
    output reg G,
    output reg Y
);
reg [11:0] cycle;
reg [2:0] state;
initial begin
    state<=1;
    cycle<=1;
    R=0;
    Y=0;
    G=1;
end
always@(posedge clk or posedge rst) begin
    if(rst) begin
	state<=1;
	cycle<=1;
    end
    else if(pass&&state!=1) begin
	cycle<=1;
	state<=1;
    end
    else begin
	if(state==1) begin
	    if(cycle>=1024) begin
	    	state<=2;
	    	cycle<=1;
	    end
	    else begin
		cycle<=cycle+1;
	    end
    	end
    	if(state==2) begin
	    if(cycle>=128) begin
	    	state<=3;
	    	cycle<=1;
	    end
	    else begin
		cycle<=cycle+1;
	    end
    	end
        if(state==3) begin
	    if(cycle>=128) begin
	    	state<=4;
	    	cycle<=1;
	    end
	    else begin
		cycle<=cycle+1;
	    end
    	end
        if(state==4) begin
	    if(cycle>=128) begin
	    	state<=5;
	    	cycle<=1;
	    end
	    else begin
		cycle<=cycle+1;
	    end
    	end
        if(state==5) begin
	    if(cycle>=128) begin
	    	state<=6;
	    	cycle<=1;
	    end
	    else begin
		cycle<=cycle+1;
	    end
    	end
    	if(state==6) begin
	    if(cycle>=512) begin
	    	state<=7;
	    	cycle<=1;
	    end
	    else begin
		cycle<=cycle+1;
	    end
    	end
    	if(state==7) begin
	    if(cycle>=1024) begin
	    	state<=1;
	    	cycle<=1;
	    end
	    else begin
		cycle<=cycle+1;
	    end
    	end
    end
end
always@(state) begin
    case(state)
	1,3,5: begin
	    R=0;
	    G=1;
	    Y=0;
	end
	2,4: begin
	    R=0;
	    G=0;
	    Y=0;
	end
	6: begin
	    R=0;
	    G=0;
	    Y=1;
	end
	7: begin
	    R=1;
	    G=0;
	    Y=0;    
	end
	default:
	begin
	end
    endcase
end
endmodule
File: run.sh
#!/bin/bash
# OpenROAD 26Q1-2900-gdf79404cd8, Yosys 0.63+post, stock flow scripts
make -C /OpenROAD-flow-scripts/flow DESIGN_CONFIG=/design/flow/config.mk WORK_HOME=/design/flow/orfs finish
==> reports/writeup.txt <==
The number of buffers inserted by hold repair at cts was 0; the share of post-route cells with drive strength above 1 was 0.1000. For the finished layout, the period the worst path requires is 1867 ps. For the DRC violation total after the first TritonRoute iteration, the log shows 52. STA classifies the critical path endpoint as a flip-flop. Stage delay of the slowest cell on the critical path: 530 ps.

Post-synthesis, Yosys gives the total cell area as 1018 um^2. The final count of pins violating max slew was 0; the number of setup buffers added after CTS was 0. The cell resize tally after clock tree synthesis was 0. Endpoints with negative setup slack in the final report add up to 0. The analysis reports a worst IR drop on VDD of 0.1856 mV. The clock passes through at most 2 buffers.

The critical path launch point type is a flip-flop. The root buffer cell chosen for the clock tree is clkbuf_8. The proportion of register bits with asynchronous set or reset after synthesis was 0.8333. Power per cell area: 603.9 nW/um^2. For this design the top-level I/O count stands at 6. The total area of multi-input combinational cells came out at 539.3 um^2.

The flow reports an fmax of 535.5 MHz. Total power for the finished layout comes to 713.3 uW. The tally of unique sky130hd cells used after synthesis is 43.

Between the synthesized netlist and the finished layout, the area growth was recorded as 15.97%. The logs give 0.04623 for the overall fraction of global-route tracks in use and 0.5085 nW for the static power due to leakage. The synthesized instance count is 115. Including well taps, the total number of placed cells is 188.

Summed over all instances, the cell type with the most area after synthesis is dfrtp_1. Setup repair after global routing left no endpoint under its margin. Type of the worst setup path: reg -> reg. With the first-pass detailed-route iteration total at 4, the overall overflow remaining after global route is 0. The run finished with clean final reports. The overall die height came out at 96 um. The starting utilization of the core area was 0.1838; the final worst hold slack was 511.3 ps. For the via count of the first global-routing pass, the log shows 774. For this run the detailed placement stage logged an HPWL of 1.434 mm. Per the synth stats, the flop cell with the highest instance count is dfrtp_1. The pin closest to its max-slew limit shows a slew of 581.3 ps. The core footprint was 5540 um^2.

The first global-routing pass estimated 3.560 mm of wire. Yosys mapped a number of flops with a built-in enable equal to 0. The clock transition at the register clock pins on the worst setup and hold paths after CTS came out at 60 ps. Summing every instance area after synthesis gives 1018 um^2. In the final layout, flip-flops and latches occupy 422.9 um^2. Cell count listed in synth_stat.txt: 115. STA puts the critical path data required time at 2830 ps. The top fanout value on the critical path is 15. For this run, the detailed router reports a per-instance via density of 4.526.

The floorplan has 27 rows. The run gives 869 for the count of vias placed by the detailed router. The detail-routed net length per standard cell is 10.83 um. The data arrival time reported for the critical path is 2000 ps. The die is 96 um wide. The number of warnings the tools reported was 27.

End-of-flow core utilization: 0.2132. The timer found 3 register pins that no clock reaches; their paths are not timed. After detailed routing, the number of remaining DRC violations is 0.

6 endpoints have no timing constraint. The max-cap violation count was 0. The logs give 0 for the count of final hold-check violations and 16 for the maximum number of pins on one net before global-route repair.

For the setup TNS, the log shows 0 ps. The run gives 0.2322 ps for the worst clock skew. The routability-driven placement congestion ratio was 0.7851. The final period utilization works out to 0.6916.

The mean post-synth cell area is 8.856 um^2. TritonCTS built the clock tree. As reported, the later end of the worst-skew pair has a clock insertion delay of 240 ps. Per STA, the worst path is made up of nand2b_1, a311o_1, and2_1, a221o_1. The area share of the largest cell type after synthesis is 0.3194. The run gives 3 for the number of buffers created by CTS. The placement report lists the number of port buffers as 5. For the count of antenna diodes in the layout, the log shows 0. The H-tree depth was 1; the floorplan die area was 9216 um^2. The run gives 616 as the number of inserted filler cells in the final layout.

In this run the worst hold path is classified as reg -> reg. The max-slew headroom at the worst pin is 0.6121. In the post-synthesis netlist, the biggest area contributors are dfrtp_1 (32%), dfstp_2 (5.2%), a31oi_1 (4.9%). Yosys reports that the most numerous cell types are dfrtp_1 (13), nand2_1 (13), nor2_1 (9). Per the detailed-route log, wirelength across all metal layers totals 2.079 mm. Initial antenna violation count: 0. The Yosys warning count is 1. Looking at the critical path, the single cell with the biggest stage delay is a311o_1.

The number of nets still failing antenna checks after routing came out at 0. Once layout is complete, the cells apart from fillers number 192. Number of storage elements in the synthesis netlist: 18.
==> critical path, delay by kind of cell (launching register included) <==
kind             cells  cell delay [ps]
AND-OR/OR-AND        2              860
flip-flops           1              440
AND/OR/NAND/NOR      2              460
==> report_power, final <==
| part | internal [mW] | switching [mW] |
|---|---|---|
| Sequential | 0.287 | 0.0758 |
| Clock | 0.104 | 0.0750 |
| Combinational | 0.0922 | 0.0794 |
==> worst paths after layout <==
kind	from	endpoint	slack [ps]	cells past startpoint
min in group asynchronous	rst	cycle[4]	660	2
worst max register to register	state[0]	cycle[9]	830	4
max in group asynchronous	rst	cycle[6]	1660	2
worst min register to register	cycle[11]	cycle[11]	510	1
worst max-delay path	state[0]	cycle[9]	830	4
worst min-delay path	cycle[11]	cycle[11]	510	1
==> layout by cell type, fill, tap and decap left out, types with 2 or more instances in the layout <==
| cell type | instances |
|---|---|
| nor3_2 | 2 |
| clkbuf_8 | 3 |
| nand3b_1 | 2 |
| nor3_1 | 4 |
| o21ai_0 | 3 |
| a22o_1 | 4 |
| nand2b_1 | 4 |
| nand3_1 | 7 |
| dlxtn_1 | 3 |
| nand2_1 | 13 |
| buf_4 | 2 |
| clkdlybuf4s50_1 | 5 |
| and3_1 | 2 |
| ha_1 | 2 |
| inv_1 | 5 |
| dfrtp_1 | 13 |
| dfstp_2 | 2 |
| a21oi_1 | 2 |
| and2_1 | 2 |
| o211ai_1 | 2 |
| a31oi_1 | 8 |
| nor2_1 | 9 |
==> registers in the layout, summed over array words and instances, names as in the netlist <==
| register | cells |
|---|---|
| state | 3 |
| R | 1 |
| G | 1 |
| cycle | 12 |
| Y | 1 |
==> through the flow <==
| stage | cell area, um^2 | setup WS (ps) |
|---|---|---|
| finish | 1181 | 832.6 |
| global route | 1181 | 737.2 |
| CTS | 1181 | 850.3 |
| detailed placement | 1136 | 680.8 |
| global placement | 1136 | 677.1 |
| floorplan | 1018 | 1136 |
==> routing by layer <==
| layer | vias up | global-route usage | share of wire | wire length, um |
|---|---|---|---|---|
| met5 | - | 0 | 0 | 0 |
| met2 | 10 | 0.06839 | 0.42 | 872 |
| met3 | 0 | 0.01572 | 0.056 | 117 |
| li1 | 436 | - | - | - |
| met1 | 423 | 0.06708 | 0.52 | 1089 |
| met4 | 0 | 0.002457 | 0 | 0 |
==> cells by family (layout without fill, tap and decap cells) <==
kind of cell    Yosys count  count (layout)  synth area share
simple gates             52              52            0.2678
flops                    15              15            0.3710
fa+ha+maj                 2               2           0.02457
latches                   3               3           0.04422
compound gates           32              32            0.2371
buf+inv                  11              16           0.05528
==> area by class of cell <==
class | count | share of cell area
Sequential cell | 18 | 0.3581
Clock buffer | 4 | 0.03814
Timing Repair Buffer | 7 | 0.05508
Multi-Input combinational cell | 86 | 0.4566
Inverter | 5 | 0.01589
Tap cell | 72 | 0.07627
Power figures rest on the tool's default switching activity, not on a simulated workload.
